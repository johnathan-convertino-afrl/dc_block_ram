## ./config.mk

```make
export PLATFORM = sky130hd
export DESIGN_NAME = dc_block_ram
export DESIGN_NICKNAME = dc_block_ram
export VERILOG_FILES = /design/flow/design.v
export SDC_FILE = /design/flow/constraint.sdc
export NUM_CORES = 4
export LEC_CHECK = 1
export CORE_AREA = 10 10 84 84
export DIE_AREA = 0 0 94 94
```

## ./constraint.sdc

```tcl
current_design dc_block_ram

set clk_period 1.0
set clk_io_pct 0.2

create_clock -name clk0 -period $clk_period [get_ports {rd_clk}]
create_clock -name clk1 -period $clk_period [get_ports {wr_clk}]

set non_clock_inputs [all_inputs -no_clocks]
set_input_delay [expr $clk_period * $clk_io_pct] -clock clk0 $non_clock_inputs
set_output_delay [expr $clk_period * $clk_io_pct] -clock clk0 [all_outputs]
```

## ./design.v

```verilog
`timescale 1ns/100ps
module dc_block_ram #(
    parameter RAM_DEPTH  = 1,
    parameter BYTE_WIDTH = 1,
    parameter ADDR_WIDTH = 1,
    parameter HEX_FILE   = "",
    parameter RAM_TYPE   = "block"
  )
  (
    input                         rd_clk,
    input                         rd_rstn,
    input                         rd_en,
    output  [(BYTE_WIDTH*8)-1:0]  rd_data,
    input   [ADDR_WIDTH-1:0]      rd_addr,
    input                         wr_clk,
    input                         wr_rstn,
    input                         wr_en,
    input   [BYTE_WIDTH-1:0]      wr_ben,
    input   [(BYTE_WIDTH*8)-1:0]  wr_data,
    input   [ADDR_WIDTH-1:0]      wr_addr
  );
  integer index;
  (* ram_style = RAM_TYPE *) reg [(BYTE_WIDTH*8)-1:0] block_ram[RAM_DEPTH-1:0];
  reg [(BYTE_WIDTH*8)-1:0] r_rd_data;
  generate
    initial begin
      if(HEX_FILE != "") begin
        $readmemh(HEX_FILE, block_ram);
      end
    end
  endgenerate
  assign rd_data = r_rd_data;
  always @(posedge wr_clk) begin
    if(wr_rstn != 1'b0) begin
      if(wr_en == 1'b1) begin
        for(index = 0; index < BYTE_WIDTH; index = index + 1)
        begin
          if(wr_ben[index] == 1'b1)
          begin
            block_ram[wr_addr][8*index +:8] <= wr_data[8*index +:8];
          end
        end
      end
    end
  end
  always @(posedge rd_clk) begin
    if(rd_rstn == 1'b0) begin
      r_rd_data <= 0;
    end else begin
      if(rd_en == 1'b1)
      begin
        r_rd_data <= block_ram[rd_addr];
      end
    end
  end
endmodule
```

## ./run.sh

```bash
#!/bin/bash
# OpenROAD 26Q1-2900-gdf79404cd8, Yosys 0.63+post, stock flow scripts
make -C /OpenROAD-flow-scripts/flow DESIGN_CONFIG=/design/flow/config.mk WORK_HOME=/design/flow/orfs finish
```

==> results.json <==
{
  "result_of_the_run": "complete, no violations",
  "number_of_warnings_in_the_stage_logs": 28,
  "count_of_routing_violations_after_the_opening_detailed_route_iteration": 5,
  "ao_oa_area_share_pct": 0,
  "antenna_cells": 0,
  "detail_route.first_pass.iterations": 2,
  "power_per_cell_area_nw_per_um2": 1623,
  "postSynthCellCount": 34,
  "final_max_slew_viol_count": 0,
  "grt_busiest_layer": "met2",
  "finalCoreUtilization_pct": 19.40,
  "clk_pin_slew_worst_paths_ns": 0.04,
  "critical_path.max_fanout": 8,
  "placement.io_buffers": 21,
  "syn2layout_area_growth_pct": 84.25,
  "critical_path.top_delay_family": "buffers and inverters",
  "final-instance-count-excl-fill": 140,
  "grt_util_met1_pct": 2.727,
  "floorplan.initialDensity_pct": 10.53,
  "cts_tree": "yes",
  "vdd_ir_drop_max_mv": 0.4550,
  "leakagePower_uw": 0.0004175,
  "synth-seq-area-share_pct": 73.06,
  "die-area_um2": 8836,
  "postRouteWirelength_mm": 1.340,
  "antenna_violating_nets_post_route": 0,
  "timing.critical_path.to_type": "flop",
  "clock-sinks": 16,
  "synth.avg_cell_area_um2": 16.12,
  "synth.cellmix.xorXnorShare_pct": 0,
  "final_setup_violation_count": 0,
  "aggregate_global_route_resource_usage_pct": 3.194,
  "max_cap_viol_count": 0,
  "place_congestion": 0.7615,
  "core-area_um2": 5205,
  "die_h_um": 94,
  "grt_first_pass_wirelength_mm": 2.097,
  "synthDistinctLibCells": 6,
  "total_congestion_overflow_after_global_routing": 0,
  "vias_per_cell": 2.743,
  "worst_setup_path_start_kind": "input pin",
  "cp_slowest_stage_delay_ns": 0.45,
  "post-place-cells": 127,
  "simple_share_pct": 10.27,
  "drt_drc_violations_left": 0,
  "hold-worst-slack_ns": 0.4520,
  "drive_above_1_share_pct": 35.71,
  "ys_top_logic_family": "multiplexers",
  "yosys_cells": 34,
  "max_slew_margin_pct": 86.08,
  "mux_area_fraction_pct": 14.61,
  "groute.layer.met2.usage_pct": 5.242,
  "grt_use_met3_pct": 2.827,
  "rsz0062_at_grt": "false",
  "grt_antenna_before_repair": 0,
  "grt_start_max_net_pins": 9,
  "yosys-stat-area_um2": 548.0,
  "route.detailed.wl_per_inst_um": 9.571,
  "critPathBufInv": 1,
  "timing_worst_setup_path_type": "in2reg",
  "yosysWarningCount": 1,
  "holdCritPathClass": "in2reg",
  "most_common_logic_cell_in_the_routed_design": "sky130_fd_sc_hd__clkdlybuf4s50_1",
  "crit_path_cell_trace": "clkdlybuf4s50_1, and3_4",
  "core.rowCount": 26,
  "dieWidth_um": 94,
  "ioPinCount": 25,
  "fin_tns_setup_ns": 0,
  "first_global_vias": 460,
  "synth-seq-cells": 16,
  "worst-endpoint-arrival_ns": 0.90,
  "detailed_place_hpwl_mm": 1.118,
  "worst_slew_pin_slew_ns": 0.2081,
  "worstPathRequired_ns": 0.93,
  "clock-skew-final_ns": 0,
  "timing.final.hold_violations": 0,
  "vias": 384,
  "cpMaxStageDelayCell": "sky130_fd_sc_hd__clkdlybuf4s50_1",
  "fin_total_pwr_uw": 1639,
  "post_synth_instance_area_um2": 548.0,
  "ctsHoldBuffers": 0,
  "synthAdderAreaFrac_pct": 0
}
==> final timing paths <==
kind / from / end / slack [ns] / cells past startpoint
worst min register to register: block_ram[0][0]$_DFFE_PP_ / r_rd_data[0]$_SDFFE_PN0P_ / 0.51 / 2
max in group clk0: r_rd_data[7]$_SDFFE_PN0P_ / rd_data[7] / 0.04 / 1
min in group clk1: wr_data[6] / block_ram[0][6]$_DFFE_PP_ / 0.55 / 1
worst min-delay path: rd_en / r_rd_data[0]$_SDFFE_PN0P_ / 0.45 / 4
worst max-delay path: wr_ben[0] / block_ram[0][6]$_DFFE_PP_ / 0.02 / 2
worst max register to register: r_rd_data[7]$_SDFFE_PN0P_ / r_rd_data[7]$_SDFFE_PN0P_ / 0.26 / 3
==> per-layer routing <==
layer | wire [um] | up-vias
li1 | - | 191
met1 | 463 | 166
met2 | 618 | 23
met3 | 232 | 4
met4 | 25 | 0
met5 | 0 | -
==> cells by family after synthesis <==
group / Yosys count
buffers and inverters: 1
DFF: 16
muxes: 8
and+or+nand+nor: 9
==> power breakdown <==
part	internal [uW]	leakage, uW	switching [uW]
Clock	518	0.0000431	219
Sequential	732	0.000142	11.7
Combinational	114	0.000232	44.8
==> registers in the layout, summed over array words and instances (netlist names) <==
| signal | flops |
|---|---|
| block_ram | 8 |
| r_rd_data | 8 |
==> synthesized netlist by cell type (all sizes together) <==
cell    n  share of area, %
edfxtp  8                44
mux2i   8                15
nor2b   8               9.1
buf     1               2.1
dfxtp   8                29
and3    1               1.1
==> area by class of cell <==
type | instances | area [um2]
fill | 572 | 4195
sequential | 16 | 410.4
timing repair buffer | 31 | 287.8
multi-input combinational | 17 | 141.4
tap | 70 | 87.58
clock buffer | 6 | 82.58
==> what timing repair did <==
action / in CTS / in global routing
resized: 17 / 5
setup endpoints to repair: 16 / 10
pin swaps: 1 / 0
setup buffers: 8 / 0
==> metrics by stage <==
stage	worst slack, ns	area (um2)
after detailed placement	-0.2953	869.6
final	0.02168	1010
after global routing	0.001049	1010
after CTS	0.008226	997.2
after floorplan	0.1676	548.0
after global placement	-0.2873	869.6
Power and IR drop assume default switching activity.
